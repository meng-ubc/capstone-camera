$ cat flow/run.sh
#!/bin/bash
# OpenROAD 26Q1-2900-gdf79404cd8, Yosys 0.63+post, stock flow scripts
make -C /OpenROAD-flow-scripts/flow DESIGN_CONFIG=/design/flow/config.mk WORK_HOME=/design/flow/orfs finish
$ cat flow/config.mk
export PLATFORM = sky130hd
export DESIGN_NAME = clock_divider
export DESIGN_NICKNAME = clock_divider
export VERILOG_FILES = /design/flow/design.v
export SDC_FILE = /design/flow/constraint.sdc
export NUM_CORES = 4
export LEC_CHECK = 1
export CORE_AREA = 10 10 74 74
export DIE_AREA = 0 0 84 84
$ cat flow/constraint.sdc
current_design clock_divider

set clk_period 2.0
set clk_io_pct 0.2

create_clock -name clk0 -period $clk_period [get_ports {in_clk}]

set non_clock_inputs [all_inputs -no_clocks]
set_input_delay [expr $clk_period * $clk_io_pct] -clock clk0 $non_clock_inputs
set_output_delay [expr $clk_period * $clk_io_pct] -clock clk0 [all_outputs]
$ cat flow/design.v
module clock_divider(   input in_clk, reset,
                        output outclk);
    parameter divider_count = 2; 
    reg [9:0] counter;
    always @(posedge in_clk) begin
        if (reset) begin
            outclk <= 1'b0;
            counter <= 10'b0;
        end else begin
            if (counter == divider_count) begin
                outclk <= ~outclk;
                counter <= 10'b0;
            end else
                counter <= counter + 1;  
        end
    end
endmodule
==> results.cfg <==
; physical design summary
[finish]
layout_top_cell = dfxtp_1
layout-drive-gt1-share = 0.133
fin_area_sq_um = 628
fill_cells = 455
final_cell_mix = dfxtp_1 (11), nor2_1 (6), nand3_1 (5)
synthToLayoutAreaGrowth_pct = 24.3

[critical_path]
slowest_stage = nor4_1
crit_buf_inv = 0
worstPathCellList = nor4_1 -> and4_1 -> mux2_2
crit_path_max_incr_delay_ps = 400
worstSetupPathType = flip-flop to flip-flop
r2r_start = counter[2]$_SDFF_PP0_
worstPathArrival_ps = 1580
cp-start-kind = flip-flop
critical_path.max_fanout = 6
required_ps = 2130
path_delay_family = simple AND/OR/NAND/NOR gates
end_kind = flip-flop
crit_start = counter[2]$_SDFF_PP0_

[cts]
cts_tree = yes
cts_hold_buf = 0
cts_num_sinks = 11
htreeDepth = 1
clk-insertion-delay-late_ps = 240
cts_buffer_depth = 2
cts-buffers-inserted = 3
root_buffer = clkbuf_8
clk_pin_slew_ps = 50
post_cts_buffers = 0
cts_resized = 0

[drt]
viasPerCell = 3.51
wl_per_cell_microns = 8.11
ant_nets = 0
first_pass_iters = 3
drtIter0Drc = 17
via_count = 386
wirelength_microns = 892
drc = 0
num_antenna_cells = 0

[timing]
relSlewSlack = 0.756
hold_violations = 0
finalSetupViolations = 0
skew_ps = 5.88
post-route-min-period_ps = 1460
period_used_share = 0.729
setup_tns_ps = 0
rsz0062_at_grt = no
worst_pin_slew_ps = 363
slew_violations = 0
max_freq_ghz = 0.686

[place]
io_buffer_count = 2
dpl-instance-area_sq_um = 583
hpwl_microns = 665
gp_congestion = 0.763

[job]
warning_count = 26
max-cap-violations = 0

[global_routing]
grt_pass1_vias = 370
grt_start_max_net_pins = 11
grt_pass1_wl_microns = 1580
grt_overflow_total = 0
grt.total_usage = 0.0257
grt_antenna_before_repair = 0

[run_status]
outcome = finished, final reports clean

[synth]
synth_seq_share = 0.436
synth.avg_cell_area_sq_um = 9.19
synth_cell_types = 23
ys_chip_area_sq_um = 505
synth-cells-yosys = 55
syn_area_sq_um = 505
ys_seq_elements = 11
yosysWarnings = 3
synthCells = 55

[min_path]
worstHoldStart = counter[0]$_SDFF_PP0_
min-delay-path-class = flip-flop to flip-flop

[floorplan]
io_pins = 3
chipArea_sq_mm = 0.00706
rows = 23
chipWidth_microns = 84
fp-utilization = 0.127
core-area_sq_mm = 0.00397
die_y_microns = 84

[power_and_ir_drop]
p_per_area_mw_per_mm2 = 841
power_mw = 0.528
ir_drop_uv = 279
leakagePower_nw = 0.210
where the power goes:
part           internal [mW]  switching (mW)  total [mW]
combinational         0.0298          0.0267      0.0565
sequential             0.235          0.0191       0.254
clock                  0.140          0.0784       0.218
through the flow:
stage	instances	worst slack, ps	hold WS, ps	utilization
CTS	110	526	499	0.158
floorplan	55	684	453	-
global placement	106	559	485	0.147
global route	110	491	530	0.158
finish	110	543	497	0.158
detailed placement	106	535	491	0.147
layout make-up:
class / count / area [sq um] / share of cell area
Clock buffer: 4 / 45.0 / 0.0717
Tap cell: 50 / 62.6 / 0.0996
Sequential cell: 11 / 220 / 0.351
Inverter: 3 / 11.3 / 0.0179
Multi-Input combinational cell: 40 / 269 / 0.428
Timing Repair Buffer: 2 / 20.0 / 0.0319
routing by layer:
metal | global-route usage | vias to the layer above | routed length [microns] | part of all wire
li1 | - | 207 | - | -
met1 | 0.0315 | 172 | 464 | 0.52
met2 | 0.0369 | 5 | 343 | 0.38
met3 | 0.0187 | 2 | 78 | 0.087
met4 | 0.00152 | 0 | 6 | 0.0067
met5 | 0 | - | 0 | 0
cell families after synthesis:
| kind of cell | after synthesis | share of synthesized area |
|---|---|---|
| adder cells (fa/ha/maj) | 2 | 0.0495 |
| XOR/XNOR | 3 | 0.0520 |
| multiplexers | 1 | 0.0223 |
| flip-flops | 11 | 0.436 |
| AND-OR/OR-AND | 11 | 0.131 |
| buffers and inverters | 4 | 0.0322 |
| AND/OR/NAND/NOR | 23 | 0.277 |
synthesized netlist by cell type (all sizes together):
cell type | number | area share
or4 | 1 | 0.022
xor2 | 2 | 0.035
or3 | 4 | 0.052
nor2b | 1 | 0.012
a41o | 1 | 0.020
o21ai | 4 | 0.040
buf | 1 | 0.0099
mux2 | 1 | 0.022
dfxtp | 11 | 0.44
nor4 | 1 | 0.012
nand4 | 1 | 0.042
and4 | 1 | 0.017
nand3 | 5 | 0.049
inv | 3 | 0.022
nor3 | 1 | 0.0099
nand2 | 2 | 0.015
nor2 | 6 | 0.045
ha | 2 | 0.049
a21oi | 5 | 0.057
xnor2 | 1 | 0.017
o31ai | 1 | 0.015
sequential cells by signal (all words and copies together) (netlist names):
signal   cells
outclk       1
counter     10
worst register-to-register path: stages (launching register included):
cell and delay [ps]:
dfxtp_1 380, nor4_1 400, and4_1 250, mux2_2 320
path summary, 6_finish.rpt:
check | to | slack [ps] | cells past startpoint
min reg2reg | counter[0]$_SDFF_PP0_ | 500 | 1
max reg2reg | outclk$_SDFFE_PP0N_ | 540 | 3
min | counter[0]$_SDFF_PP0_ | 500 | 1
max | outclk$_SDFFE_PP0N_ | 540 | 3
Power is estimated from default activity; no workload was simulated.
