===== flow/design.v =====
module Graphics_Controller ( 
		input 							Clock, Reset,
		input unsigned [7:0] 		Red, Green, Blue,
		input unsigned [9:0] 		VScrollOffset,	HScrollOffset,
		output reg 						H_Sync_out, V_Sync_out,
		output 							VideoBlanking_L,
		output unsigned [7:0] 		Red_out, Green_out, Blue_out,
		output unsigned [9:0] 		Column_out, Row_out
	);
	parameter H_RES = 640;
	parameter V_RES = 480;
	parameter B = 95;			 
	parameter C = 45;			 
	parameter D = H_RES;		 
	parameter E = 20;			 
	parameter P = 2;			 
	parameter Q = 27;			 
	parameter R = V_RES	;		 
	parameter S = 12;			 
	parameter H_TOTAL = (B+C+D+E);
	parameter H_RESPLUS = H_RES ;	
	parameter V_TOTAL = (P+Q+R+S);
	parameter V_RESPLUS = (V_RES);	
	reg unsigned [9:0] HCount, VCount; 		 
	reg unsigned [9:0] Column_out_sig; 		 
	reg unsigned [9:0] Row_out_sig; 			 
	reg V_Clock;									 
	reg Blank_L;									 
	reg H_Data_On, V_Data_On;
	always@(posedge Clock) begin							 
		if (Reset == 0) begin
			HCount <= 0;
			Column_out_sig <= HScrollOffset;
			H_Data_On <= 0;
			H_Sync_out <= 1;
		end
		else begin
			Column_out_sig <= Column_out_sig + 10'd1 ;
			HCount <= HCount + 10'd1;
			V_Clock <= 0;
			if (HCount == B+C+D+E) begin
				HCount <= 0;
				Column_out_sig <= HScrollOffset ;
				V_Clock <= 1;								 
			end
			if (HCount == D+E+B)
				H_Sync_out <= 1;
			else if(HCount == D+E)
				H_Sync_out <= 0;
			if (HCount == D+E+B+C)
				H_Data_On <= 1;
			else if (HCount == D)
				H_Data_On <= 0;
		end
	end
	always@(posedge V_Clock)  begin				 
		if (Reset == 0) begin
			VCount 			<= 0;
			Row_out_sig 	<= VScrollOffset;
			V_Data_On 		<= 0;
			V_Sync_out 		<= 1;
		end 
		else begin
			Row_out_sig 	<= Row_out_sig + 10'd1 ;
			VCount 			<= VCount + 10'd1;
			if(VCount == R+S+P+Q) begin
				VCount 		<= 0;
				Row_out_sig <= VScrollOffset ;
			end
			if (VCount == R+S+P)
				V_Sync_out <= 1;
			else if (VCount == R+S)
				V_Sync_out <= 0;
			if (VCount == R+S+P+Q)
				V_Data_On <= 1;
			else if (VCount == R)
				V_Data_On <= 0;
		end
	end
	always@(posedge Clock) begin
		if(((HCount > H_RESPLUS) && (HCount < (H_TOTAL))) || ((VCount > V_RESPLUS) && (VCount < V_TOTAL))) 
			Blank_L 		<= 0;
		else
			Blank_L 		<= 1;
	end
	assign Red_out[7] = H_Data_On & V_Data_On & Red[7];
	assign Red_out[6] = H_Data_On & V_Data_On & Red[6];
	assign Red_out[5] = H_Data_On & V_Data_On & Red[5];
	assign Red_out[4] = H_Data_On & V_Data_On & Red[4];
	assign Red_out[3] = H_Data_On & V_Data_On & Red[3];
	assign Red_out[2] = H_Data_On & V_Data_On & Red[2];
	assign Red_out[1] = H_Data_On & V_Data_On & Red[1];
	assign Red_out[0] = H_Data_On & V_Data_On & Red[0];
	assign Green_out[7] = H_Data_On & V_Data_On & Green[7];
	assign Green_out[6] = H_Data_On & V_Data_On & Green[6];
	assign Green_out[5] = H_Data_On & V_Data_On & Green[5];
	assign Green_out[4] = H_Data_On & V_Data_On & Green[4];			
	assign Green_out[3] = H_Data_On & V_Data_On & Green[3];
	assign Green_out[2] = H_Data_On & V_Data_On & Green[2];			
	assign Green_out[1] = H_Data_On & V_Data_On & Green[1];
	assign Green_out[0] = H_Data_On & V_Data_On & Green[0];			
	assign Blue_out[7] = H_Data_On & V_Data_On & Blue[7];
	assign Blue_out[6] = H_Data_On & V_Data_On & Blue[6];
	assign Blue_out[5] = H_Data_On & V_Data_On & Blue[5];
	assign Blue_out[4] = H_Data_On & V_Data_On & Blue[4];
	assign Blue_out[3] = H_Data_On & V_Data_On & Blue[3];
	assign Blue_out[2] = H_Data_On & V_Data_On & Blue[2];
	assign Blue_out[1] = H_Data_On & V_Data_On & Blue[1];
	assign Blue_out[0] = H_Data_On & V_Data_On & Blue[0];
	assign Column_out			= Column_out_sig ; 		 
	assign Row_out 			= Row_out_sig ; 			 
	assign VideoBlanking_L  = Blank_L ;					 
endmodule

===== flow/run.sh =====
#!/bin/bash
# OpenROAD 26Q1-2900-gdf79404cd8, Yosys 0.63+post, stock flow scripts
make -C /OpenROAD-flow-scripts/flow DESIGN_CONFIG=/design/flow/config.mk WORK_HOME=/design/flow/orfs finish

===== flow/config.mk =====
export PLATFORM = sky130hd
export DESIGN_NAME = Graphics_Controller
export DESIGN_NICKNAME = Graphics_Controller
export VERILOG_FILES = /design/flow/design.v
export SDC_FILE = /design/flow/constraint.sdc
export NUM_CORES = 4
export LEC_CHECK = 1
export CORE_UTILIZATION = 30

===== flow/constraint.sdc =====
current_design Graphics_Controller

set clk_period 4.2
set clk_io_pct 0.2

create_clock -name clk0 -period $clk_period [get_ports {Clock}]

set non_clock_inputs [all_inputs -no_clocks]
set_input_delay [expr $clk_period * $clk_io_pct] -clock clk0 $non_clock_inputs
set_output_delay [expr $clk_period * $clk_io_pct] -clock clk0 [all_outputs]

==> run_results.csv <==
group,metric,value,unit
status,status,"finished, final reports clean",
synthesis,syn_inst,272,
synthesis,syn_area_cell,8.57,sq um
clock_tree,root_buffer,"clkbuf_8",
worst_setup_path,critPathMaxFanout,1,
min_path,min-delay-start,"HCount[0]",
placed_design,dpl_worst_slack,1380,ps
synthesis,ys_top_cells_by_area,"dfxtp_1 (39%), and3_1 (8.3%), xor2_1 (8.3%), ha_1 (4.8%), nand2_1 (4.8%)",
worst_setup_path,worst_setup_path_end_kind,"primary output",
sta,register_pins_left_without_a_clock,22,
worst_setup_path,cp_data_arrival_time,1960,ps
routing,dr.first_iter.drc_count,40,
sta,timing.setup.tns,0,ps
sta,period_minus_slack,2800,ps
clock_tree,post_cts.repair.setup_buffers,0,
floorplanning,core-area,7370,sq um
worst_setup_path,setup.worst_path.class,"input pin to primary output",
sta,fin_crit_sh,0.668,
final_layout,drive_above_1_share,0.0365,
routing,num_antenna_cells,0,
sta,achievable-frequency,357,MHz
grt,globalRouteMet1Util,0.193,
sta,timing.hold.ws,513,ps
min_path,hold_depth,1,
worst_setup_path,cp.required,3360,ps
routing,avgRoutedWirePerCell,11.6,microns
sta,setup_slack,1400,ps
sta,worst_clock_skew,3.51,ps
synthesis,netlist.top_cell.by_area,"dfxtp_1",
clock_tree,worst_skew_pair.late_latency,260,ps
routing,drt_drc_violations_left,0,
sta,timing.final.max_slew_violations,0,
synthesis,post_synthesis_cell_area,2330,sq um
floorplanning,die_height,90.1,microns
final_layout,area_delta_synth_final,45.4,%
final_layout,area.sequential,931,sq um
final_layout,final.fill_count,719,
routing,totalWireLength,5.26,mm
floorplanning,die_area,8130,sq um
grt,grt_overflow,0,
final_layout,area.combinational,1300,sq um
min_path,hold_path.class,"flip-flop to flip-flop",
synthesis,synth_stat.cells,272,
clock_tree,cts_hold_buffers,0,
grt,globalRouteTotalUtil,0.132,
placed_design,detailedPlacementHpwl,4.07,mm
synthesis,ys_ff,46,
sta,worst_slew_pin_slew,625,ps
routing,ant_nets,0,
clock_tree,htree_depth,1,
power,worst_ir_drop_vdd,0.000188,V
worst_setup_path,regToRegEndpoint,"Column_out_sig[1]",
synthesis,synth.yosys.seq_area_share,0.399,
floorplanning,ios,93,
floorplanning,die_width,90.1,microns
grt,grt_util_met2,0.209,
worst_setup_path,r2r_start,"HCount[3]",
routing,drtPass1Iterations,4,
grt,grt_pass1_wl,8.87,mm
grt,grt_max_degree,26,
job,tool_warnings,30,
grt,antenna_found_initial,0,
placed_design,portBuffers,92,
sta,rsz0062_at_grt,"false",
worst_setup_path,kind_of_launch_point_of_the_worst_setup_path,"input pin",
sta,max_slew_margin,0.583,
routing,post_drt_via_cell_ratio,4.62,
worst_setup_path,timing.reg2reg.worst_path_depth,4,
power,p_per_area,167,nW/um^2
power,p_leak,1.36,nW
placed_design,routabilityCongestion,0.804,
grt,grt-busiest-layer,"met2",
clock_tree,cts_buffer_depth,2,
grt,grt.met3_usage,0.0318,
min_path,holdPathEnd,"HCount[0]",
routing,vias,2101,
clock_tree,number_of_cts_inserted_buffers,3,
job,maxCapViolCount,0,
floorplanning,core.rowCount,31,
sta,hold_violations,0,
floorplanning,initial_cell_density_of_the_core,0.316,
synthesis,yosysUniqueCellTypes,35,
synthesis,yosys-stat-area,2330,sq um
synthesis,synthesis.yosys.warnings,1,
grt,grt_pass1_vias,1934,
clock_tree,cts_tree,"done",
clock_tree,path_clk_slew,90,ps
sta,number_of_unconstrained_endpoints,33,
worst_setup_path,reg2reg_setup_slack,2010,ps
sta,setup_viol,0,
clock_tree,cts_resized,0,
synthesis,synthDominantCellAreaShare,0.386,
==> critical path, stage by stage <==
cell             delay, ps
clkdlybuf4s50_1        510
and3_1                 170
clkdlybuf4s50_1        450
==> worst max path at each step <==
stage / to / slack [ps] / startpoint / depth (start not counted)
6_report: Blue_out[5] / 1400 / Blue[5] / 3
4_1_cts: Blue_out[5] / 1380 / Blue[5] / 3
5_1_grt: Blue_out[5] / 1350 / Blue[5] / 3
==> registers in the layout, indices dropped and copies added, names as in the netlist <==
register        count
Column_out_sig     10
HCount             10
Row_out_sig        10
VCount             10
Blank_L             1
H_Data_On           1
H_Sync_out          1
V_Clock             1
V_Data_On           1
V_Sync_out          1
==> cell usage after synthesis <==
library cell  instances
buf_4                 1
ha_1                  9
o21ai_1               1
inv_1                 8
and4_1                4
or3b_2                2
o31a_1                1
o41ai_4               1
o21ai_0              19
xor2_1               22
nor4b_1               3
nor4_1                1
a21oi_1               2
or4b_4                1
a41o_1                1
mux2_2                1
a221o_1               1
and2_0                1
edfxtp_1              1
nand3_1              12
xnor2_1              10
nand2_1              30
dfxtp_1              45
and3_1               31
buf_2                 3
o211ai_1              1
nand4_1              13
nand3b_1              2
mux2_4                1
clkbuf_1              9
or2_2                 1
nor2b_1               3
nor2_1               29
buf_6                 1
nor3b_1               1
==> metal layers <==
| metal | share of wire | up-vias |
|---|---|---|
| met4 | 0.010 | 0 |
| li1 | - | 1107 |
| met3 | 0.082 | 4 |
| met2 | 0.41 | 89 |
| met1 | 0.49 | 901 |
| met5 | 0 | - |
==> logic make-up after synthesis <==
logic type / Yosys count / share of synthesized area
buffers and inverters: 22 / 0.0419
muxes: 2 / 0.0113
DFF: 46 / 0.399
AOI/OAI and AO/OA: 27 / 0.0746
xor gates and xnor gates: 32 / 0.120
adders and majority gates: 9 / 0.0483
and+or+nand+nor: 134 / 0.304
==> cell usage in the layout (no fill, tap or decap), types with 4 or more instances in the layout <==
master,count
clkdlybuf4s50_1,92
dfxtp_1,45
and3_1,31
nand2_1,30
nor2_1,29
xor2_1,22
o21ai_0,19
nand4_1,13
nand3_1,12
xnor2_1,10
ha_1,9
inv_1,8
and4_1,4
==> report_power, final <==
group / internal [W] / total [W] / switching [W]
Combinational: 0.0000796 / 0.000111 / 0.0000311
Clock: 0.000103 / 0.000179 / 0.0000751
Sequential: 0.000254 / 0.000276 / 0.0000220
Total: 0.000437 / 0.000565 / 0.000128
==> per-stage QoR <==
step	total power (W)	area, sq um	std cells	util
after global routing	0.000598	3390	455	0.460
after detailed placement	0.000392	3320	451	0.451
after floorplan	0.000315	2330	272	-
after CTS	0.000573	3390	455	0.460
final	0.000565	3390	455	0.460
after global placement	0.000392	3320	451	0.451
==> area by class of cell <==
class / count / share of cell area
inverter: 8 / 0.00886
clock buffer: 4 / 0.0196
sequential: 46 / 0.275
multi-input combinational: 204 / 0.384
timing repair buffer: 94 / 0.276
tap: 99 / 0.0365
No activity file was given, so power comes from the tool's default toggle rates.
